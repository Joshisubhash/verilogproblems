--- flow/design.v ---
 module fifo(out,datain,push,pop,rst,clk,full,empty);
 parameter width = 7,depth =7;
  input [width:0]datain;
  input rst,clk;
  input push,pop;
  output reg [width:0]out;
  output wire full;
  output wire empty;
  reg [width:0] mem [0:depth];
  reg [4:0]wptr;
  reg [4:0]rptr;
  reg [3:0] count;
    assign full  = (count == depth);
    assign empty = (count == 0);
  always@(posedge clk)begin
  if(rst)begin
  out <= 0;
  wptr <= 0;
  rptr <= 0;
  count <= 0;
  end else begin
  case({push,pop})
  2'b10 : begin
          if(!full)begin
          mem[wptr] <= datain;
           wptr <= (wptr + 1'b1) % depth; 
           count <= count + 1'b1;
          end
          end
  2'b01 : begin
           if(!empty)begin
           out <= mem[rptr];
            rptr <= (rptr + 1)% depth; 
            count <= count - 1'b1;
         end
          end
  endcase
  end
  end
  endmodule
--- flow/run.sh ---
#!/bin/bash
# OpenROAD 26Q1-2900-gdf79404cd8, Yosys 0.63+post, stock flow scripts
make -C /OpenROAD-flow-scripts/flow DESIGN_CONFIG=/design/flow/config.mk WORK_HOME=/design/flow/orfs finish
--- flow/config.mk ---
export PLATFORM = sky130hd
export DESIGN_NAME = fifo
export DESIGN_NICKNAME = fifo
export VERILOG_FILES = /design/flow/design.v
export SDC_FILE = /design/flow/constraint.sdc
export NUM_CORES = 4
export LEC_CHECK = 1
export CORE_UTILIZATION = 30
--- flow/constraint.sdc ---
current_design fifo

set clk_period 5.2
set clk_io_pct 0.2

create_clock -name clk0 -period $clk_period [get_ports {clk}]

set non_clock_inputs [all_inputs -no_clocks]
set_input_delay [expr $clk_period * $clk_io_pct] -clock clk0 $non_clock_inputs
set_output_delay [expr $clk_period * $clk_io_pct] -clock clk0 [all_outputs]
==> results_dict.tcl <==
# implementation run metrics
set metrics [dict create \
    status "complete, no violations" \
    overflow 0 \
    utilization 0.360 \
    die-area_mm2 0.0153 \
    postSynth.asyncResetShare 0 \
    drt_iter0_drc 264 \
    cp-start-kind "flop" \
    relSlewSlack 0.550 \
    setup_viol 0 \
    holdWs_ps 503 \
    yosys_warnings 1 \
    pwr-share-comb 0.145 \
    synth_cell_types 63 \
    hpwl_mm 5.69 \
    root_buffer "clkbuf_16" \
    final_antenna_net_count 0 \
    tightest_slew_ps 672 \
    cts_htree_levels 3 \
    hold_buffers 0 \
    place_ws_ps 436 \
    first_pass_iters 4 \
    synth-edff-count 64 \
    die_w_um 124 \
    endpoint_kind "flop" \
    ys_cells 365 \
    place_congestion 0.846 \
    n_antenna_cell 0 \
    crit_arrival_ps 5040 \
    layoutNonFillerInstCount 581 \
    routed_via_density 5.04 \
    rows 44 \
    slew_viol_final 0 \
    clock_skew_ps 6.49 \
    synth_flops 86 \
    yosysTopAreaCell "edfxtp_1" \
    cts_buffers 9 \
    syn2layout_area_growth_pct 17.0 \
    cts.clk_slew.worst_paths_ps 70 \
    clkPwrFrac 0.380 \
    switching_share 0.264 \
    grt_pass1_wl_mm 13.9 \
    drive_above_1_share 0.164 \
    synth_seq_share 0.531 \
    ioPinCount 22 \
    wl_per_cell_um 14.7 \
    ys_area_mm2 0.00445 \
    rrSetupSlack_ps 420 \
    rsz0062_at_grt "no" \
    fin_crit_ps 4780 \
    drc 0 \
    grt_max_degree 25 \
    tns_ps 0 \
    leakage_nw 1.70 \
    setup_slack_ps 425 \
    warnings 27 \
    critPathMaxFanout 10 \
    synth-main-ff-cell "edfxtp_1" \
    vias 2929 \
    final-hold-violation-count 0 \
    pwr-share-seq 0.475 \
    p_int_mw 1.21 \
    top_area_frac 0.432 \
    critical_path_class "flop to flop" \
    portBuffers 21 \
    power.density_mw_per_mm2 316 \
    drv_cap 0 \
    top_cells_by_area "edfxtp_1 (43%), dfxtp_1 (9.9%), mux4_2 (8.1%), ha_1 (3.4%), nor2_1 (3.1%)" \
    fp_util 0.307 \
    switching_power_uw 434 \
    post-place-cells 565 \
    synth_area_mm2 0.00445 \
    grtUsageTotal 0.123 \
    numClockSinks 86 \
    grt_pass1_vias 2717 \
    fp.coreArea_mm2 0.0145 \
    cts_setup_buffers 0 \
    clock_latency_ps 340 \
    cts_tree "done" \
    cp.required_ps 5470 \
    antenna_found_initial 0 \
    finalClockPeriodUsage 0.918 \
    drt_wl_total_mm 8.55 \
    die_h_um 124 \
    vdd_drop_max_v 0.000188 \
    hold_path_class "flop to flop" \
    synth_cells 365 \
    cts.path.max_buffers 2 \
    fmax_mhz 209 \
    fillers 1335 \
    synth_area_per_cell_um2 12.2 \
]
## cell families after synthesis
logic type,after synthesis,share of synthesized area
fa+ha+maj,13,0.0383
mux,27,0.106
xor+xnor,12,0.0236
simple gates,104,0.122
buf+inv,39,0.0413
compound gates,84,0.138
flops,86,0.531
## registers in the layout (all words and copies together), names as in the netlist
register,cells
count,4
out,8
mem,64
rptr,5
wptr,5
## power groups by stage
| stage | combinational (mW) | sequential (mW) | clock, mW |
|---|---|---|---|
| finish | 0.239 | 0.781 | 0.624 |
| global route | 0.268 | 0.784 | 0.666 |
| CTS | 0.240 | 0.781 | 0.638 |
## worst max-delay path, cell delays in order, from the launching register on
cell	delay, ps
dfxtp_1	480
ha_1	320
nand3_1	130
xnor2_1	260
inv_1	140
ha_1	220
ha_1	200
xnor2_1	220
xnor2_2	170
o211ai_1	170
a21o_1	220
ha_1	240
and3_4	160
o32ai_2	320
and2_1	210
xnor2_1	90
ha_1	240
nand4_1	130
o211ai_4	130
or4b_1	520
a31oi_1	140
## routing by layer
layer,wire [µm],GRT usage,part of all wire,vias to the layer above
li1,-,-,-,1458
met1,3790,0.179,0.44,1360
met2,3860,0.182,0.45,102
met3,822,0.0528,0.096,9
met4,85,0.0128,0.0099,0
met5,0,0,0,-
## stage by stage
step                total power, mW  area, µm²
floorplan                     0.959       4450
detailed placement             1.03       4900
CTS                            1.66       5200
finish                         1.64       5210
global placement               1.03       4900
global route                   1.72       5210
## Yosys cell counts (all sizes together) (4+ instances only)
cell type and instances:
edfxtp 64, nor2 37, dfxtp 22, nand2 17, mux4 16, inv 15
o21ai 15, buf 13, a211oi 12, a21oi 12, ha 12, clkbuf 11
mux2i 11, o211ai 11, nand3 10, xnor2 10, a31oi 8, nor3 5
a21o 4, and2 4, and3 4, nand2b 4
## cell type report
| class | count | area [µm²] | share of cell area |
|---|---|---|---|
| multi-input combinational | 240 | 1910 | 0.367 |
| timing repair buffer | 40 | 353 | 0.0678 |
| clock inverter | 7 | 70.1 | 0.0135 |
| inverter | 15 | 56.3 | 0.0108 |
| clock buffer | 9 | 225 | 0.0433 |
| sequential | 86 | 2360 | 0.454 |
| tap | 184 | 230 | 0.0442 |
## cells in the final DEF (no fill, tap or decap), types with 3 or more instances in the layout
master           synthesis  layout
clkbuf_16                0       9
mux4_2                  16      16
o211ai_1                10      10
nor3_1                   5       5
o31ai_1                  3       3
nand3b_1                 3       3
nand3_1                 10      10
a311oi_1                 3       3
a31oi_1                  8       8
nand2_1                 17      17
inv_1                   15      15
or3_1                    3       3
ha_1                    12      12
nand2b_1                 4       4
clkdlybuf4s50_1          0      21
a211oi_1                12      12
dfxtp_1                 22      22
a21oi_1                 12      12
buf_4                    1      19
o21a_1                   3       3
inv_8                    0       4
nor2_1                  37      37
xnor2_1                 10       9
mux2i_1                 11      11
o21ai_0                 13      13
a21o_1                   4       4
edfxtp_1                64      64
and2_1                   4       4
## path summary, 6_finish.rpt
| check | cells past startpoint | end | start |
|---|---|---|---|
| max | 20 | wptr[1]$_SDFFE_PP0P_ | wptr[1]$_SDFFE_PP0P_ |
| min | 2 | out[0]$_SDFFE_PP0P_ | out[0]$_SDFFE_PP0P_ |
| max reg2reg | 20 | wptr[1]$_SDFFE_PP0P_ | wptr[1]$_SDFFE_PP0P_ |
| min reg2reg | 2 | out[0]$_SDFFE_PP0P_ | out[0]$_SDFFE_PP0P_ |
## timing repair
action | in CTS | in global routing
gates resized | 0 | 1
endpoints found under the setup margin | 0 | 3
hold endpoints to repair | 0 | 0
Power and IR drop assume default switching activity.
