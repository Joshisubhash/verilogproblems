## ./design.v

```verilog
module register_file(readdata1,readdata2,writedata,w_en,readaddr1,readaddr2,writeaddr,clk,rst);
input wire clk,rst;
output wire [15:0]readdata1;
output wire [15:0]readdata2;
output reg [15:0]writedata;
input wire w_en;
input wire [3:0]readaddr1;
input wire [3:0]readaddr2;
input wire [3:0]writeaddr;
reg [15:0]mem[15:0];
integer i;
assign readdata1 = mem[readaddr1];
assign readdata2 = mem[readaddr2];
always@(posedge clk)begin
if(rst)begin
writedata <= 0;
for(i=0;i<16;i=i+1)begin
mem[i] <= i;
end
end else begin
if(w_en)begin
mem[writeaddr] <= readdata1 + readdata2;
writedata <= readdata1 + readdata2;
end
end
end
endmodule
```

## ./run.sh

```bash
#!/bin/bash
# OpenROAD 26Q1-2900-gdf79404cd8, Yosys 0.63+post, stock flow scripts
make -C /OpenROAD-flow-scripts/flow DESIGN_CONFIG=/design/flow/config.mk WORK_HOME=/design/flow/orfs finish
```

## ./config.mk

```make
export PLATFORM = sky130hd
export DESIGN_NAME = register_file
export DESIGN_NICKNAME = register_file
export VERILOG_FILES = /design/flow/design.v
export SDC_FILE = /design/flow/constraint.sdc
export NUM_CORES = 4
export LEC_CHECK = 1
export CORE_UTILIZATION = 30
```

## ./constraint.sdc

```tcl
current_design register_file

set clk_period 8.1
set clk_io_pct 0.2

create_clock -name clk0 -period $clk_period [get_ports {clk}]

set non_clock_inputs [all_inputs -no_clocks]
set_input_delay [expr $clk_period * $clk_io_pct] -clock clk0 $non_clock_inputs
set_output_delay [expr $clk_period * $clk_io_pct] -clock clk0 [all_outputs]
```

==> metrics.cfg <==
[clocking]
cts_sinks = 272
numCtsBuffers = 31
holdBufCountCts = 0
worstSkewPairLatency_ns = 0.57
cts_tree = yes
cts.path.max_buffers = 3
cts_resized = 0
clkTransAtPathRegs_ns = 0.06
cts_max_level = 1
cts-root-buf = clkbuf_16
cts_setup_buffers = 0

[placed_design]
place_inst = 1607
portBuffers = 62
gp_congestion = 0.930
dp_hpwl_microns = 29100

[synth]
area_leaders = edfxtp_1, mux4_2, nor2_1, dfxtp_1, clkbuf_1
synthCells = 965
syn_area_sq_um = 14100
top_cell = edfxtp_1
synth_cell_types = 45
syn_area_per_cell_sq_um = 14.7
top_cells_by_count = edfxtp_1, nor2_1, mux4_2, clkbuf_1, nand2_1
ys.flops = 272
top_area_cell = edfxtp_1
yosysWarnings = 1
synth-async-reset-ratio = 0
ff_type = edfxtp_1
synth.top_cell.area_share = 0.543
synth-edff-count = 256
ys_cells = 965
ys_area_sq_um = 14100
ys_seq_frac = 0.566

[worst_hold_path]
min_path_type = flip-flop to flip-flop
min-delay-start = writedata[14]
whs_path_depth = 2

[worst_setup_path]
cpPeakStageDelay_ns = 0.86
crit_family = simple AND/OR/NAND/NOR gates
cp.required_ns = 8.34
cp.depth = 9
worstSetupEndpointType = flip-flop
r2r_start = mem[0][4]
worstPathMaxFanout = 16
crit_chain = clkdlybuf4s50_1, inv_1, nor2_1, nand2_1, nor2_1, nand3_1, buf_4, nand2b_1, buf_4
cp_slowest_cell = clkdlybuf4s50_1
cp-start-kind = input port
crit_buf_inv = 4
startpoint = w_en
worstPathArrival_ns = 6.08
worstRegToRegCells = 10
critPathKind = input port to flip-flop

[sta]
tns_ns = 0
finClkSkew_ns = 0.0208
period_needed_ns = 5.83
slew_headroom = 0.402
fmax_mhz = 171
timing_hold_violations_final = 0
drv_slew = 0
tightestPinTransition_ns = 0.896
rsz0062_at_grt = false
finalSetupViolations = 0
fin_crit_sh = 0.720

[global_route]
grt_antenna_before_repair = 0
grt_start_max_net_pins = 36
grt-ovfl-total = 0
grt.total_usage = 0.209
grt_first_pass_wirelength_microns = 66500
grt_pass1_vias = 9969

[floorplan]
initial_core_util = 0.304
die_height_microns = 219
io_pins = 63
die_w_microns = 219
core_sq_um = 46600
fp.dieArea_sq_um = 48000
fp-row-count = 79

[cells_and_area]
fill_cells = 4340
areaGrowthSynthToFinish_pct = 17.3
fin_cells = 1662
drive_gt1_frac = 0.255

[pwr]
p_per_area_nw_per_um2 = 229
p_leak_nw = 5.57
max-vdd-ir-drop_mv = 0.185

[routing]
routed_wl_microns = 45300
drt_first_pass_iters = 5
antennaDiodeCount = 0
vias_per_cell = 5.51
drtIter0Drc = 667
post_drt_wl_per_cell_microns = 27.2
ant_nets = 0
drc = 0
vias = 9156

[flow_run]
drv_cap = 0
warnings = 25

[outcome]
status = complete, no violations

==> flip-flops by register name, indices dropped and copies added, names as in the netlist <==
register / count
mem: 256
writedata: 16
==> cell families after synthesis <==
| family | share of synthesized area |
|---|---|
| buf+inv | 0.0247 |
| mux | 0.256 |
| xor+xnor | 0.00849 |
| simple gates | 0.107 |
| flops | 0.566 |
| fa+ha+maj | 0.0147 |
| compound gates | 0.0226 |
==> worst paths after layout <==
path,to,slack (ns)
setup / recovery,mem[13][9],2.27
hold / removal,writedata[14],0.47
setup reg to reg,mem[1][9],4.00
hold reg to reg,writedata[14],0.47
==> metal layers <==
| metal | part of all wire | track usage | wire, microns |
|---|---|---|---|
| met1 | 0.32 | 0.237 | 14700 |
| met2 | 0.48 | 0.326 | 21800 |
| met3 | 0.14 | 0.128 | 6530 |
| met4 | 0.048 | 0.0759 | 2190 |
| met5 | 0 | 0.00417 | 0 |
==> report_power, final <==
part,total [mW],leakage (nW),switching [mW],internal (mW)
combinational,0.806,2.43,0.497,0.309
sequential,1.64,2.68,0.0321,1.60
clock,1.36,0.464,0.567,0.791
total,3.80,5.57,1.10,2.70
==> layout make-up <==
| cell class | instances | area [sq um] | share of cell area |
|---|---|---|---|
| Inverter | 7 | 26.3 | 0.00158 |
| Clock buffer | 36 | 795 | 0.0479 |
| Sequential cell | 272 | 8010 | 0.482 |
| Multi-Input combinational cell | 604 | 5790 | 0.349 |
| Tap cell | 607 | 759 | 0.0458 |
| Clock inverter | 19 | 176 | 0.0106 |
| Timing Repair Buffer | 117 | 1040 | 0.0629 |
==> per-stage QoR <==
stage	instance area, sq um	utilization	setup WS (ns)	total power, mW	hold WS (ns)
CTS	16600	0.357	2.22	3.82	0.478
global route	16600	0.357	2.08	3.94	0.498
detailed placement	15600	0.336	1.73	2.47	0.465
floorplan	14100	-	2.37	2.12	0.401
finish	16600	0.357	2.27	3.80	0.467
global placement	15600	0.336	1.81	2.46	0.454
==> placed cells by master, fill, tap and decap left out, types with 3 or more instances in the layout <==
cell / Yosys / final
clkdlybuf4s50_1: 0 / 58
o21ai_0: 8 / 8
dfxtp_1: 16 / 16
clkinv_2: 0 / 5
clkbuf_16: 0 / 31
xor2_1: 5 / 5
nand3_1: 15 / 15
a21boi_0: 3 / 3
a31oi_1: 3 / 3
nor2b_1: 3 / 3
nor2_1: 236 / 236
nor3_1: 22 / 22
buf_4: 1 / 55
inv_1: 7 / 7
clkinvlp_4: 0 / 4
a21oi_1: 13 / 13
o22ai_1: 3 / 3
and3_1: 7 / 7
a21o_1: 5 / 5
nand2_1: 53 / 53
clkbuf_1: 57 / 5
nand2b_1: 19 / 19
xnor2_1: 5 / 5
bufinv_16: 0 / 3
edfxtp_1: 256 / 256
o21a_1: 4 / 4
and2_1: 3 / 3
mux4_2: 160 / 160
clkinv_1: 0 / 6
ha_1: 15 / 15
==> worst register-to-register path, delay by kind of cell (launching register included) <==
kind	cells	cell delay (ns)
simple gates	3	0.39
mux	2	1.01
flops	1	0.44
compound gates	4	1.58
fa+ha+maj	1	0.37
No activity file was given, so power comes from the tool's default toggle rates.
