## flow/config.mk

```make
export PLATFORM = sky130hd
export DESIGN_NAME = single_port_ram
export DESIGN_NICKNAME = single_port_ram
export VERILOG_FILES = /design/flow/design.v
export SDC_FILE = /design/flow/constraint.sdc
export NUM_CORES = 4
export LEC_CHECK = 1
export CORE_UTILIZATION = 30
```

## flow/constraint.sdc

```tcl
current_design single_port_ram

set clk_period 1.9
set clk_io_pct 0.2

create_clock -name clk0 -period $clk_period [get_ports {clk}]

set non_clock_inputs [all_inputs -no_clocks]
set_input_delay [expr $clk_period * $clk_io_pct] -clock clk0 $non_clock_inputs
set_output_delay [expr $clk_period * $clk_io_pct] -clock clk0 [all_outputs]
```

## flow/design.v

```verilog
module single_port_ram#(parameter n =4,m=16)(clk,rst,w_en,r_en,addr,din,dout);
input wire clk,rst;
input wire w_en,r_en;
input wire [n-1:0]addr;
input wire [n-1:0]din;
output reg [n-1:0]dout;
reg [m-1:0]mem[0:m-1];
always@(posedge clk)begin
if(rst)begin
dout <= 0;
end else begin
if(w_en && r_en == 0)begin
mem[addr] <= din;
end 
else if(r_en && w_en == 0)begin
dout <= mem[addr];
end else begin
end
end
end
endmodule
```

## flow/run.sh

```bash
#!/bin/bash
# OpenROAD 26Q1-2900-gdf79404cd8, Yosys 0.63+post, stock flow scripts
make -C /OpenROAD-flow-scripts/flow DESIGN_CONFIG=/design/flow/config.mk WORK_HOME=/design/flow/orfs finish
```

==> reports/qor.yml <==
routing:
  detailroute.wirelength.met3_um: 555
  top_signal_layer_used: "met4"
  wl_met1_mm: 2.341
  num_vias: 1602
  drt_drc_violations_left: 0
  iter_0_drt_violations: 109
  drt_pass1_iterations: 17
  insertedDiodeCount: 0
  wl_mm: 5.232
  detail_route.wl_per_cell_um: 15.48
  route.met2.wl_mm: 2.181
  viasPerCell: 4.740
  ant_nets: 0
timing:
  setup_violations: 0
  timing.fmax_mhz: 547.4
  finalHoldViolCount: 0
  period_used_pct: 96.14
  fin_crit_ns: 1.827
  worst_slew_pin_slew_ns: 0.6000
  fin_worst_skew_ns: 0.004083
  max-slew-margin-rel_pct: 59.87
  rsz0062_at_grt: "yes"
  timing_max_transition_violations_final: 0
synthesis:
  yosysWarningCount: 1
  synthesis.area_per_instance_um2: 16.52
  synth_cell_type_count: 24
  yosys_cells: 168
  synth_largest_type_area_fraction_pct: 69.25
  syn-cell-area_um2: 2775
  enable_flop_cells: 64
  topCellsByArea: "sky130_fd_sc_hd__edfxtp_1 69%, sky130_fd_sc_hd__mux2i_1 5.8%, sky130_fd_sc_hd__mux4_1 3.8%"
  post-synth-top-count-cell: "sky130_fd_sc_hd__edfxtp_1"
  async_flop_share_pct: 0
  dominant_register_cell_in_the_synthesized_netlist: "sky130_fd_sc_hd__edfxtp_1"
  yosys.stat.chipArea_um2: 2775
  cells_after_synth: 168
  common_cells: "64 x sky130_fd_sc_hd__edfxtp_1, 21 x sky130_fd_sc_hd__nor2_1, 16 x sky130_fd_sc_hd__mux2i_1"
  postSynthSeqShare_pct: 72.14
  postSynthRegisterBits: 68
  largest_area_cell: "sky130_fd_sc_hd__edfxtp_1"
worst_setup_path:
  timing.critical_path.to_type: "flop"
  setup.worst_path.class: "input port to flop"
  worstPathMaxFanout: 8
  worstPathArrival_ns: 2.06
  critical_path_required_ns: 2.13
  critPathLaunchType: "input port"
floorplanning:
  die_height_um: 98.18
  chip_width_um: 98.18
  chip_area_um2: 9639
  io_pins: 16
  floorplan.core_util_pct: 31.36
  placement_rows: 34
  coreArea_um2: 8848
clock_tree:
  hold_buffers: 0
  clock-root-buffer: "sky130_fd_sc_hd__clkbuf_8"
  worstSkewPairLatency_ns: 0.34
  clock_buffers_created_by_tritoncts: 9
  cts_tree: "built"
  clock_tree.htree_level_count: 3
  cts_num_sinks: 68
  clk_pin_slew_worst_paths_ns: 0.07
  max-clock-path-buffers: 2
  postcts_setup_bufs: 0
finish:
  final_cells: 338
  final_layout_size_suffix_gt1_share_pct: 27.83
  syn2layout_area_growth_pct: 29.40
  stdcell_area_um2: 3591
place:
  placedInstanceArea_um2: 3334
  port_buffers: 15
  dp.final_hpwl_mm: 3.654
  placedCellCount: 322
  gpl.final_weighted_congestion: 0.8371
status:
  outcome: "finished, final reports clean"
power_and_ir_drop:
  power.density_nw_per_um2: 872.9
  total_power_uw: 3134
  ir_drop_mv: 0.3263
  leakage_uw: 0.001237
min_path:
  worst_hold_path_type: "flop to flop"
grt:
  first_pass_grt_wire_length_mm: 8.473
  grt_overflow_total: 0
  grt_max_degree: 19
  grt_util_all_layers_pct: 12.18
  via_count_of_the_first_global_routing_pass: 1709
  antenna_found_initial: 0
job:
  max-cap-violations: 0
  log.warning_count: 26
-- worst max-delay path, stage by stage --
cell	delay, ns
sky130_fd_sc_hd__clkdlybuf4s50_1	0.47
sky130_fd_sc_hd__buf_6	0.14
sky130_fd_sc_hd__mux4_1	0.61
sky130_fd_sc_hd__a2111oi_4	0.36
sky130_fd_sc_hd__nor4_1	0.08
-- cell usage in the layout, fill, tap and decap left out, drive strengths merged, types with 5 or more instances in the layout --
| cell | n |
|---|---|
| buf | 41 |
| clkbuf | 9 |
| clkdlybuf4s50 | 15 |
| edfxtp | 64 |
| mux2i | 16 |
| mux4 | 8 |
| nand2b | 5 |
| nor2 | 21 |
| nor3 | 8 |
| nor4 | 6 |
-- cell families after synthesis --
family / share of synthesized area (%)
multiplexers: 12.80
flip-flops: 72.14
AND/OR/NAND/NOR: 10.41
buffers and inverters: 2.119
AND-OR/OR-AND: 2.525
-- through the flow --
step	utilization, %	setup WS (ns)	setup TNS (ns)	hold slack, ns
after floorplan	-	0.1243	0	0.4521
after global placement	37.68	-0.3819	-9.507	0.5064
after detailed placement	37.68	-0.3992	-9.939	0.5073
after CTS	40.24	0.007775	0	0.5187
after global routing	40.58	-0.007488	-0.007488	0.5562
final	40.58	0.07328	0	0.5123
-- registers in the layout, indices dropped and copies added (netlist names) --
signal  count
dout        4
mem        64
-- path summary, 6_finish.rpt --
check | start | to | slack (ns) | cells past startpoint
max | addr[0] | dout[3]$_SDFFE_PP0P_ | 0.07 | 5
min | dout[2]$_SDFFE_PP0P_ | dout[2]$_SDFFE_PP0P_ | 0.51 | 2
max reg2reg | mem[1][0]$_DFFE_PP_ | dout[0]$_SDFFE_PP0P_ | 0.41 | 4
min reg2reg | dout[2]$_SDFFE_PP0P_ | dout[2]$_SDFFE_PP0P_ | 0.51 | 2
-- report_power, final --
group	switching, µW	internal (µW)	total [µW]
Sequential	5.40	1650	1660
Combinational	109	116	226
Clock	521	730	1250
Total	636	2500	3130
-- layout make-up --
| cell class | count | area [µm²] |
|---|---|---|
| sequential | 68 | 2002 |
| clock buffer | 9 | 123.9 |
| multi-input combinational | 90 | 748.2 |
| fill | 800 | 5258 |
| timing repair buffer | 56 | 490.5 |
| clock inverter | 7 | 91.34 |
| tap | 108 | 135.1 |
-- timing repair --
item,in CTS,in global routing
endpoints found under the hold margin,0,0
resized,2,5
endpoints found under the setup margin,2,3
pin swaps,0,3
-- layer usage --
layer	GRT usage, %	vias to the layer above
li1	-	775
met1	18.25	748
met2	16.58	66
met3	6.541	13
met4	2.870	0
met5	0	-
